$ cat ./config.mk
export PLATFORM = sky130hd
export DESIGN_NAME = sysarr
export DESIGN_NICKNAME = sysarr
export VERILOG_FILES = /design/flow/design.v
export SDC_FILE = /design/flow/constraint.sdc
export NUM_CORES = 4
export LEC_CHECK = 1
export CORE_AREA = 10 10 166 166
export DIE_AREA = 0 0 176 176
$ cat ./run.sh
#!/bin/bash
# OpenROAD 26Q1-2900-gdf79404cd8, Yosys 0.63+post, stock flow scripts
make -C /OpenROAD-flow-scripts/flow DESIGN_CONFIG=/design/flow/config.mk WORK_HOME=/design/flow/orfs finish
$ cat ./constraint.sdc
current_design sysarr

set clk_period 3.4
set clk_io_pct 0.2

create_clock -name clk0 -period $clk_period [get_ports {clk}]

set non_clock_inputs [all_inputs -no_clocks]
set_input_delay [expr $clk_period * $clk_io_pct] -clock clk0 $non_clock_inputs
set_output_delay [expr $clk_period * $clk_io_pct] -clock clk0 [all_outputs]
$ cat ./design.v
module ncpe #( parameter WORD_LEN = 4 ) (
input clk 	,	 
input nrst 	,	 
input preload 	, 	 
input switch	,	 
input [WORD_LEN-1 : 0] w 	,	 
input [WORD_LEN-1 : 0] in 	, 	 
input [2*WORD_LEN-1 : 0] pps 	, 	 
output [WORD_LEN-1 : 0] inf 	,	 
output [2*WORD_LEN-1 : 0] ps		 
);
wire [2*WORD_LEN-1 : 0] ps_os ;
wire [2*WORD_LEN-1 : 0] ps_ws ; 
assign ps = switch ? ps_os : ps_ws ;
os #(WORD_LEN) os_i (
.clk(clk) 		, 
.nrst(nrst) 		, 
.preload(preload) 	,
.weight(w) 		, 
.in_active(in)		,
.acc_preload(pps)	,
.partial_sum(ps_os)
);
ws #(WORD_LEN) ws_i (
.clk(clk)		,
.nrst(nrst)		,
.preload(preload)	,
.weight_preload(w)	,
.in_active(in)		,
.previous_ps(pps)	,
.in_forward(inf)	,
.partial_sum(ps_ws)
);
endmodule
module os #(parameter WORD_LEN = 4) (
input clk ,  
input nrst ,  
input preload ,  
input [WORD_LEN-1 : 0] weight ,  
input [WORD_LEN-1 : 0] in_active ,  
input [2*WORD_LEN-1 : 0] acc_preload ,  
output [2*WORD_LEN-1 : 0] partial_sum   
);
reg [WORD_LEN-1 : 0] in ; 
reg [WORD_LEN-1 : 0] w ; 
reg [2*WORD_LEN-1 : 0] acc ; 
wire [2*WORD_LEN-1 : 0] next_acc ; 
assign next_acc = !preload ? acc_preload : w*in + acc ; 
assign partial_sum = next_acc ;
always@(posedge clk , negedge nrst) 
	if( !nrst )
		w <= {WORD_LEN{1'b0}} ;
	else	
		w <= weight ;
always@(posedge clk , negedge nrst)
	if( !nrst )
		in <= {WORD_LEN{1'b0}} ;
	else
		in <= in_active ;
always@(posedge clk , negedge nrst )
	if(!nrst)
		acc <= {2*WORD_LEN{1'b0}} ;
	else
		if(preload) acc <= next_acc ;		
		else acc <= acc_preload ;
endmodule
module sysarr # ( parameter WORD_LEN = 4, ARR_WDT = 4, ARR_DPT = 4) (
    input clk,  
    input nrst,  
    input preload,  
    input switch,  
    input [((ARR_DPT)*WORD_LEN)-1 : 0] in,  
    input [((ARR_DPT)*ARR_WDT*2*WORD_LEN)-1 : 0] previous_ps,  
    input [ARR_WDT*WORD_LEN-1 : 0] weight,  
    output [((ARR_DPT)*WORD_LEN)-1 : 0] in_forward,  
    output [((ARR_DPT)*ARR_WDT*2*WORD_LEN)-1 : 0] partial_sum  
);
wire [((ARR_DPT+1)*WORD_LEN)-1:0] in_chain;
wire [((ARR_DPT+1)*ARR_WDT*2*WORD_LEN)-1:0] ps_chain;
assign in_chain[WORD_LEN-1:0] = in[WORD_LEN-1:0];
assign ps_chain[ARR_WDT*2*WORD_LEN-1:0] = previous_ps[ARR_WDT*2*WORD_LEN-1:0];
genvar i;
generate
    for (i = 0; i < ARR_DPT; i = i + 1) begin : row_gen
        localparam IN_WDT = (i+1)*WORD_LEN;
        localparam PS_WDT = (i+1)*ARR_WDT*2*WORD_LEN;
        sysrow #(
            .WORD_LEN(WORD_LEN),
            .ARR_WDT(ARR_WDT)
        ) sysrow_inst (
            .clk(clk),
            .nrst(nrst),
            .preload(preload),
            .switch(switch),
            .w(weight),
            .in(in_chain[(IN_WDT)-1:0]),
            .pps(ps_chain[(PS_WDT)-1:0]),
            .inf(in_chain[(IN_WDT+WORD_LEN)-1:IN_WDT]),
            .ps(ps_chain[(PS_WDT+ARR_WDT*2*WORD_LEN)-1:PS_WDT])
        );
    end
endgenerate
assign in_forward = in_chain[((ARR_DPT+1)*WORD_LEN)-1:WORD_LEN];
assign partial_sum = ps_chain[((ARR_DPT+1)*ARR_WDT*2*WORD_LEN)-1:ARR_WDT*2*WORD_LEN];
endmodule
module sysrow #( parameter WORD_LEN = 4 , ARR_WDT = 4 ) (
input clk	,
input nrst	,
input preload	,
input switch	,
input [ARR_WDT*WORD_LEN-1 : 0] 	w			,	 
input [WORD_LEN-1 : 0] 	in				, 	 
input [ARR_WDT*2*WORD_LEN-1 : 0] pps			, 	 
output [WORD_LEN-1 : 0] inf 				,	 
output [ARR_WDT*2*WORD_LEN-1 : 0] ps				 
);
wire [WORD_LEN-1 : 0] 	w_w	[ARR_WDT-1 : 0]	;	 
wire [WORD_LEN-1 : 0] in_w 	[ARR_WDT   : 1] ; 
wire [2*WORD_LEN-1 : 0] pps_w 	[ARR_WDT-1 : 0]	; 	 
wire [2*WORD_LEN-1 : 0] ps_w 	[ARR_WDT-1 : 0];			 
genvar i ;
generate
		ncpe # ( WORD_LEN ) ncpe_i (
		.clk(clk)	,
		.nrst(nrst)	,
		.preload(preload),
		.switch(switch)	,
		.w(w[0])	,
		.in(in)	,
		.pps(pps[0])	,
		.inf(in_w[1])	,
		.ps(ps_w[0])
		);
	for ( i=1 ; i<ARR_WDT ; i=i+1 ) begin
		ncpe # ( WORD_LEN ) ncpe_i (
		.clk(clk)	,
		.nrst(nrst)	,
		.preload(preload),
		.switch(switch)	,
		.w(w[i])	,
		.in(in_w[i])	,
		.pps(pps[i])	,
		.inf(in_w[i+1])	,
		.ps(ps_w[i])
		);
	end
assign ps = ps_w[ARR_WDT-1];
assign inf= in_w[ARR_WDT];
endgenerate 
endmodule 
module ws #(parameter WORD_LEN = 4) (
input clk ,  
input nrst ,  
input preload ,  
input [WORD_LEN-1 : 0] weight_preload ,  
input [WORD_LEN-1 : 0] in_active ,  
input [2*WORD_LEN-1 : 0] previous_ps ,
output [WORD_LEN-1 : 0] in_forward ,
output [2*WORD_LEN-1 : 0] partial_sum   
);
reg [WORD_LEN-1 : 0] w ;
reg [WORD_LEN-1 : 0] in ;
reg [2*WORD_LEN-1 : 0] ps  ; 
assign partial_sum =  ps + in*w; 
assign in_forward = in ; 
always@(posedge clk , negedge nrst) 
	if(!nrst)
		in  <= {WORD_LEN{1'b0}};
	else
		in <= in_active ; 
always@(posedge clk , negedge nrst) 
	if(!nrst)
		ps  <= {2*WORD_LEN{1'b0}};
	else
		ps <= previous_ps ; 
always@(posedge clk , negedge nrst) 
	if(!nrst)
		w <= {WORD_LEN{1'b0}};
	else 
		if (preload)begin
		end
		else 
			w <= weight_preload ; 
endmodule
==> deck_impl_summary.md <==
Synthesis and Place & Route Summary

Worst hold path
  – Hold path depth: 0
  – HP Class: reg2reg

Drt
  – DRC viols: 0
  – Iter 0 DRT Violations: approximately 150
  – Mean routed wirelength per cell: about 13 µm
  – Vias per cell: ~3.3
  – DRT Pass-1 Iters: 4
  – DRT antenna net count: 0
  – Post-Route WL: 10200 µm
  – Total number of vias: approximately 2.6k
  – Ant diodes: 0

Logic synthesis
  – Share of flip-flops with an asynchronous set or reset: 1.00
  – Simple Share, Synth: 0.128
  – Yosys aoi share: 0.150
  – Yosys xor share: 0.0683
  – Commonest flop: dfrtp_1
  – Synth Cell Area: ~3700 µm²
  – Largest type area fraction: 0.343
  – Ys flops: about 50
  – Sequential-to-total area share from yosys stat: 0.343
  – Avg Cell Area, Syn: approximately 9.0 µm²
  – Yosys top cell by area: dfrtp_1
  – Top cells, area: dfrtp_1 (34%), buf_4 (22%), xnor2_1 (6.6%), ha_1 (4.7%), nand2_1 (4.1%)
  – Fa+ha+maj area frac: 0.0525
  – Library cells used by synthesis: 38
  – EDFF count, synth: 0
  – Mux frac, synth: 0.00303
  – Post-Syn Instances: 414
  – Yosys Instances: around 410
  – Yosys warning count: 9
  – Area reported by Yosys stat: ~3700 µm²
  – Top logic family: buffers and inverters

Power
  – Sw Share: 0.309
  – Switching pwr: just over 0.5 mW
  – Pleak: approximately 2.1 nW
  – Combinational group share of total power: 0.257
  – Max VDD drop: 0.228 mV
  – Int Pwr: roughly 1.2 mW
  – Clock share of power: 0.322
  – Register share of total power: 0.421
  – PD cells: 363 nW/µm²

STA
  – Period utilization: 0.961
  – Slew Viols, Final: 0
  – Fin Setup TNS: 0 ns
  – Final setup margin: roughly 0.13 ns
  – Max_slew headroom: 0.541
  – Worst Tran Pin Value: a little under 0.7 ns
  – Fmax: 0.306 GHz
  – RSZ-0062 raised after global routing: no
  – Crit path time final: roughly 3.3 ns
  – Final hold vios: 0
  – Setup violators final: 0
  – Worst Skew: 0.00535 ns

Final layout
  – Layout area overhead: 24.1%
  – Non-filler cells, final: 791
  – Number of fill cells in the layout: between 2k and 3k
  – Final Cell Area: 4610 µm²
  – Layout cell share with drive strength beyond 1: 0.146
  – Finished Core Util: 0.191

Place
  – I/O Buffers: 57
  – Placed Area: 4250 µm²
  – Post-DP HPWL: 7890 µm
  – Pre-CTS setup slack: roughly 0.16 ns
  – Routability-driven placement congestion ratio: ~0.83
  – Placed cell count: slightly below 800

Clock tree
  – Worst-path clk slew: around 0.080 ns
  – Root Buffer: clkbuf_16
  – Late-Pin Clk Latency: between 0.2 and 0.3 ns
  – Number of buffers created by CTS: 5
  – Max Buffers Root-to-Sink: 2
  – CTS tree: yes
  – H-tree levels: 2
  – Sink Count: between 50 and 60

Floorplan
  – Core area: roughly 24000 µm²
  – I/O pin cnt: between 300 and 400
  – Die W: between 150 and 200 µm
  – Row count: between 50 and 60
  – Die area: 31000 µm²
  – Die Ht: roughly 180 µm
  – FP Util: 0.154

GRT
  – GR Util met1: 0.0831
  – Global Route met3 Usage: 0.0171
  – Vias in the first global route: 2722
  – Grt met2 use: 0.103
  – Grt peak-use layer: met2
  – Gr usage total: 0.0626
  – Wire length of the first global-routing pass: between 15000 and 20000 µm
  – Largest net degree at the start of global routing: roughly 52
  – Antenna violations before repair: 1
  – Total gr overflow: 0

Worst setup path
  – CP delay by family, top: AND-OR/OR-AND gates
  – Highest-delay cell along the critical path: clkdlybuf4s50_1
  – R2R setup slack: 1.22 ns
  – Kind of critical path: reg2out
  – Reg2reg start: row_gen[2].sysrow_inst.genblk1[3].ncpe_i.os_i.w[0]$_DFF_PN0_
  – Crit-path cells: and2_4, buf_4, ha_4, a21oi_1, o22a_1, nand2_1, xnor2_1, a31o_2, clkdlybuf4s50_1
  – Worst Setup Start Kind: register
  – CP required: 2.72 ns
  – Crit end category: output pin
  – Critical path's largest stage delay: around 0.46 ns
  – Critical Path Fanout Max: 5
  – CP Data Arrival Time: around 2.6 ns
  – Worst R2R Path Depth: 10
  – Buffers and inverters on the worst path: 2

Run status
  – Outcome: completed

Job
  – Log Warnings: approximately 180
  – # Max-Cap Violations: 0
flip-flops by register name (all words and copies together), names as in the netlist:
| name | flops |
|---|---|
| row_gen.sysrow_inst.ncpe_i.ws_i.in | 4 |
| row_gen.sysrow_inst.genblk1.ncpe_i.os_i.in | 4 |
| row_gen.sysrow_inst.genblk1.ncpe_i.ws_i.w | 1 |
| row_gen.sysrow_inst.genblk1.ncpe_i.os_i.acc | 32 |
| row_gen.sysrow_inst.genblk1.ncpe_i.ws_i.in | 8 |
| row_gen.sysrow_inst.genblk1.ncpe_i.os_i.w | 1 |
| row_gen.sysrow_inst.genblk1.ncpe_i.ws_i.ps | 1 |
cell families after synthesis:
kind of cell,count (synthesis)
buf+inv,136
flops,51
compound gates,76
other cells,1
xor+xnor,29
fa+ha+maj,16
mux,1
simple gates,104
cell usage in the layout (no fill, tap or decap), types with 10 or more instances in the layout:
cell | synthesis | final
buf_4 | 109 | 18
conb_1 | 1 | 96
xnor2_1 | 28 | 26
nand2_1 | 41 | 40
clkdlybuf4s50_1 | 0 | 48
and2_1 | 17 | 15
dfrtp_1 | 51 | 50
inv_1 | 10 | 10
nor2_1 | 25 | 24
a31oi_1 | 10 | 10
a21oi_1 | 25 | 20
stage by stage:
step / hold WS, ns / power, mW
4_1_cts: 0.352 / 1.69
3_3_place_gp: 0.332 / 1.11
3_5_place_dp: 0.335 / 1.11
6_report: 0.351 / 1.68
5_1_grt: 0.356 / 1.78
2_1_floorplan: 0.331 / 1.02
area by class of cell:
| cell class | count | area (µm²) | share of cell area |
|---|---|---|---|
| clock inverters | 3 | 31.3 | 0.00678 |
| repair buffers | 75 | 721 | 0.156 |
| well taps | 324 | 405 | 0.0879 |
| multi-input cells | 322 | 2010 | 0.436 |
| clock buffers | 5 | 125 | 0.0271 |
| inverters | 11 | 41.3 | 0.00895 |
| flip-flops and latches | 51 | 1280 | 0.277 |
cells in the mapped netlist (all sizes together) (2+ instances only):
library cell,number
ha,14
inv,10
o41ai,3
clkbuf,8
o22a,4
xnor2,28
a21oi,26
nand2,41
a31oi,10
o2111ai,2
maj3,2
nor2,25
o211ai,4
nand2b,2
o21ai,11
buf,117
a31o,8
nand3,7
a21o,6
and2,17
nand4,9
and3,2
dfrtp,51
power groups by stage:
stage     clock [mW]  combinational (mW)  sequential, mW
4_1_cts        0.559               0.425           0.702
5_1_grt        0.582               0.485           0.714
6_report       0.540               0.431           0.705
worst max path at each step:
stage	from	end	cells past startpoint
6_report	row_gen[2].sysrow_inst.genblk1[3].ncpe_i.os_i.w[0]$_DFF_PN0_	partial_sum[3]	9
5_1_grt	row_gen[2].sysrow_inst.genblk1[3].ncpe_i.os_i.w[0]$_DFF_PN0_	partial_sum[3]	9
4_1_cts	row_gen[2].sysrow_inst.genblk1[3].ncpe_i.os_i.w[0]$_DFF_PN0_	partial_sum[102]	9
routing by layer:
metal  part of all wire  wire length [µm]  vias to the layer above
met1               0.45              4610                     1250
met5             0.0013                13                        -
met2               0.48              4950                       87
met3              0.056               576                        4
li1                   -                 -                     1291
met4             0.0070                72                        2
repair_timing:
action | 4_1_cts | 5_1_grt
gates resized | 21 | 20
endpoints found under the setup margin | 8 | 9
setup buffers | 1 | 3
pin swaps | 6 | 9
hold buffers | 0 | 0
Power and IR drop assume default switching activity.
